**/design/flow/run.sh**
```bash
#!/bin/bash
# OpenROAD 26Q1-2900-gdf79404cd8, Yosys 0.63+post, stock flow scripts
make -C /OpenROAD-flow-scripts/flow DESIGN_CONFIG=/design/flow/config.mk WORK_HOME=/design/flow/orfs finish
```
**/design/flow/config.mk**
```make
export PLATFORM = sky130hd
export DESIGN_NAME = one_comp
export DESIGN_NICKNAME = one_comp
export VERILOG_FILES = /design/flow/design.v
export SDC_FILE = /design/flow/constraint.sdc
export NUM_CORES = 4
export LEC_CHECK = 1
export CORE_AREA = 10 10 70 70
export DIE_AREA = 0 0 80 80
```
**/design/flow/constraint.sdc**
```tcl
current_design one_comp

set clk_period 1.0
set clk_io_pct 0.2

create_clock -name clk0 -period $clk_period

set non_clock_inputs [all_inputs -no_clocks]
set_input_delay [expr $clk_period * $clk_io_pct] -clock clk0 $non_clock_inputs
set_output_delay [expr $clk_period * $clk_io_pct] -clock clk0 [all_outputs]
```
**/design/flow/design.v**
```verilog
`timescale 1ns / 1ps
module one_comp(input [15:0] X, input neg, output reg[15:0] Y);
	always@*
		begin
			if(neg)
				Y <= ~X;
			else
				Y <= X;
		end
endmodule
```
==> Slide: Implementation Results <==
Physical Implementation Snapshot

Min path
  – Hold wc startpoint: neg
  – Type of the most critical hold path: in2out
  – End of the worst hold path: Y[6]
  – Hold depth: 3

Setup path
  – Critical Path Fanout Max: 1
  – Type of element launching the critical path: input port
  – Element type at the critical path end: primary output
  – Type of the worst setup path: in2out
  – Critical Path AT: 0.71 ns
  – Worst Path Required: 0.80 ns

Synth
  – Netlist area before placement: 171 sq um
  – Tally of unique sky130hd cells used after synthesis: 3
  – Most repeated cell in the gate-level netlist after synthesis: sky130_fd_sc_hd__xor2_1
  – Area fraction in mux cells: 0%
  – Sequential area share after synthesis: 0%
  – Simple-Gate Area Share: 0%
  – Cell type with the largest total area: sky130_fd_sc_hd__xor2_1
  – Top cells by area: sky130_fd_sc_hd__xor2_1, sky130_fd_sc_hd__buf_12, sky130_fd_sc_hd__buf_6
  – Yosys-reported design area after synthesis: 171 sq um
  – Synth Area in Compound Gates: 0%
  – Number of cells in the yosys synthesis report: 18
  – Adder-cell share of the synthesized area: 0%
  – Proportion of netlist area held by the largest area contributor: 81.8%
  – Number of instances in the synthesized netlist: 18
  – Main combinational cell family by area after synthesis: XOR/XNOR gates
  – Yosys xor share: 81.8%
  – Number of warnings issued by yosys: 1
  – Leading post-synthesis cells by instance count: sky130_fd_sc_hd__xor2_1, sky130_fd_sc_hd__buf_12, sky130_fd_sc_hd__buf_6
  – Mean area per synthesized cell: 9.52 sq um

Job
  – Reported max-cap violation count: 0
  – Number of warnings the tools reported: 33

GRT
  – Global-route wire length before repair: 1410 um
  – Total overflow reported by the global router: 0
  – Pin count of the biggest net entering global routing: 8
  – Initial antenna violation count: 0
  – Number of global-route vias before repair: 283
  – GRT Overall Usage: 2.59%

Die
  – Number of core rows: 21
  – Floorplan die area: 6400 sq um
  – Vertical die dimension: 80 um
  – Core area: 3420 sq um
  – Overall die width: 80 um
  – Number of primary I/O pins: 33
  – Initial standard-cell utilization of the core: 5.02%

Route
  – Initial detailed-routing violation count: 1
  – Total via count in the routed design: 253
  – Detailed-router iteration count before antenna repair: 2
  – Antenna Nets Post-Route: 0
  – DRC Markers: 0
  – Drt total wl: 960 um
  – Wire per inst: 9.80 um
  – Antenna diode count: 0
  – Via/cell ratio: 2.58

Placed design
  – RePlAce Congestion: 0.857
  – Input/output buffers: 33
  – Placed standard-cell area: 563 sq um
  – Estimated wirelength of the detail-placed design: 855 um

STA
  – Number of setup violations in the final report: 0
  – Slew margin rel.: 92.0%
  – Setup repair after global routing missed its margin: false
  – Max-slew violation count: 0
  – Final worst path period share: 91.5%
  – Final Hold Viols: 0
  – Final worst hold slack: 0.665 ns
  – Fin crit period: 0.915 ns
  – Worst Tran Pin Value: 0.120 ns
  – Highest attainable clock frequency: 1090 MHz

Layout
  – Comb area: 140 sq um
  – FFs & Latches: 0
  – Final Cell Area: 475 sq um
  – Signed area change from the synthesized netlist to the final layout: 177%
  – Layout clock buffer count: 0
  – FF+latch area: 0 sq um
  – Layout cell share with drive strength beyond 1: 34.6%
  – Filler instances: 406

Power
  – Peak supply drop: 0.000102 V
  – Power per cell area: 372 nW/um^2
  – Total Power: 0.177 mW
  – Leakage power: 0.240 nW

Outcome
  – Outcome: complete, no violations
[kinds of logic (layout without fill, tap and decap cells)]
| kind of cell | after synthesis | in the layout |
|---|---|---|
| xor gates and xnor gates | 16 | 16 |
| buffers and inverters | 2 | 36 |
[how the worst max path moves through the flow]
stage / from / to / cells after the start
global route: neg / Y[2] / 4
CTS: neg / Y[9] / 5
finish: X[14] / Y[14] / 3
[critical path, cell delays in order]
cell	delay (ns)
sky130_fd_sc_hd__dlygate4sd2_1	0.24
sky130_fd_sc_hd__xor2_1	0.15
sky130_fd_sc_hd__buf_2	0.12
[final cells by class]
class	count	share of cell area, %
multi-input combinational	16	29.5
tap	46	12.1
timing repair buffer	36	58.4
[metal layers]
metal  up-vias  wire, um  track usage (%)
met1        99       494             3.63
met5         -         0                0
met3         0       190             1.70
li1        121         -                -
met2        33       275             3.37
met4         0         0                0
[timing repair]
| action | in CTS | in global routing |
|---|---|---|
| hold buffers | 0 | 0 |
| resized | 73 | 0 |
| pin swaps | 14 | 1 |
| buffers inserted | 1 | 0 |
| setup endpoints to repair | 16 | 7 |
[placed cells by master, fill, tap and decap left out]
cell type,netlist,final
sky130_fd_sc_hd__dlygate4sd2_1,0,14
sky130_fd_sc_hd__buf_8,0,2
sky130_fd_sc_hd__clkdlybuf4s15_1,0,4
sky130_fd_sc_hd__buf_2,0,14
sky130_fd_sc_hd__buf_4,0,2
sky130_fd_sc_hd__xor2_1,16,16
[per-stage QoR]
step | worst slack [ns] | instances | util (%) | TNS (ns)
2_1_floorplan | 0.210 | 18 | - | 0
3_3_place_gp | -0.760 | 98 | 16.5 | -11.76
3_5_place_dp | -0.790 | 98 | 16.5 | -12.27
4_1_cts | -0.00722 | 99 | 14.5 | -0.0217
5_1_grt | 0.0277 | 98 | 13.9 | 0
6_report | 0.0852 | 98 | 13.9 | 0
[report_power, final]
part	switching [mW]	leakage, nW	internal, mW	total [mW]
clock network	0	0	0	0
logic	0.0577	0.240	0.119	0.177
registers	0	0	0	0
Power figures rest on the tool's default switching activity, not on a simulated workload.
